## run.sh

```bash
#!/bin/bash
# OpenROAD 26Q1-2900-gdf79404cd8, Yosys 0.63+post, stock flow scripts
make -C /OpenROAD-flow-scripts/flow DESIGN_CONFIG=/design/flow/config.mk WORK_HOME=/design/flow/orfs finish
```

## config.mk

```make
export PLATFORM = sky130hd
export DESIGN_NAME = dff
export DESIGN_NICKNAME = dff
export VERILOG_FILES = /design/flow/design.v
export SDC_FILE = /design/flow/constraint.sdc
export NUM_CORES = 4
export LEC_CHECK = 1
export CORE_AREA = 10 10 80 80
export DIE_AREA = 0 0 90 90
```

## constraint.sdc

```tcl
current_design dff

set clk_period 1.0
set clk_io_pct 0.2

create_clock -name clk0 -period $clk_period [get_ports {pclk}]

set non_clock_inputs [all_inputs -no_clocks]
set_input_delay [expr $clk_period * $clk_io_pct] -clock clk0 $non_clock_inputs
set_output_delay [expr $clk_period * $clk_io_pct] -clock clk0 [all_outputs]
```

## design.v

```verilog
module dff #(parameter DATA_WIDTH=32)(input pclk,
				      input presetn,
				      input [DATA_WIDTH-1:0] d,
				      output reg [DATA_WIDTH-1:0] q
				      );
always @(posedge pclk,negedge presetn)
begin
if(~presetn)
q <= 0;
else 
q <= d;
end
endmodule
```

==> notes.md <==
The flow ran to the end, and the final reports show no timing, DRC or antenna violations. In this run the count of I/O pins placed on the die edge is 66. The sequential fraction of the synthesis area is 100.0%. Summing every instance area after synthesis gives 800.8 um^2. Number of global-route vias before repair: 595.

dfrtp_1 is the most common cell in the netlist. The number of max-slew violations in the final report was 0. Dividing the synthesized area by the synthesized cell count gives 25.02 um^2. The library cell contributing the largest single delay on the critical path was dfrtp_1. The post-route netlist has 37.74% of its cells at a drive strength greater than 1.

0 cells are multi-input combinational gates. With the detailed router's first-iteration violation count at 3, the multi-input combinational cell area is 0 um^2. Buffer and inverter count on the worst path: 1. For the post-route cell area, the log shows 1503 um^2. The H-tree generated during clock tree synthesis spans 2 levels. The kind of start point of the critical path was a flop.

The cell accounting for the most synthesized area was dfrtp_1. The total stage count of the critical path is 1, and the number of failing hold endpoints at the final stage is 0. At the end of routability-driven placement, the weighted congestion stood at 0.6734. The maximum fanout along the worst path is 1. Note, the detailed placer reported a final HPWL of 1924 um.

Between the synthesized netlist and the finished layout, the area growth was recorded as 87.66%. For the setup TNS after final layout, the log shows 0 ns. The largest registers in the layout are q x32.

TritonCTS built the clock tree. The logs give 0.75 ns for the endpoint arrival time on the critical path and 32 for the cell count listed in synth_stat.txt. The register with the most flip-flops in the layout has 32 of them. The endpoint kind of the worst setup timing path is an output pin.

The total number of yosys warnings is 1, and the delay of the slowest critical-path stage is 0.37 ns. As logged by OpenROAD, the buffers inserted on ports number 65. The pin count of the biggest net entering global routing is 33.

The tally of OpenROAD warnings is 25, and the global-route usage over all layers is 5.501%. For this sky-water flow run, the detailed-routed wirelength per cell is reported as 13.41 um. For this run, the script counts the antenna cells in the layout as 0. From bottom edge to top edge, the die measures 90 um. q holds more flip-flops than any other register. After clock tree synthesis, the clock-pin slew on the worst setup and hold paths is 0.06 ns. The remaining routing DRC violations came out at 0. The cell chosen for the clock root was clkbuf_8. The core area was 4723 um^2. Counting the buffers created by CTS gives 5.

Per the synth stats, the flop cell with the highest instance count is dfrtp_1. Path type of the worst setup path: reg2out. The data required time at the worst endpoint is 0.80 ns.

With the placement row count at 25, the floorplan die area is 8100 um^2. Per the detailed placement report, the placed cell area equals 1555 um^2. For the pin with the worst max-slew slack, the measured transition is 0.1659 ns.

The final timing report derives a shortest allowable period of 0.9503 ns. The synthesized design devotes to its leading area cell type 100.0% of total area. The commonest cells after synthesis are dfrtp_1 (32). The end-of-flow timing check tallies setup violations at 0. The post-CTS hold buffer count recorded in the log is 0. In this run, synthesis inferred 0 flip-flops with an integrated enable.

In this run the horizontal extent of the chip is 90 um. The run gives 537 for the via count of the routed design. The cell class contributing the biggest share of worst-path delay was flip-flops. The run gives 1 for the count of different cell masters after synthesis.

The logs give 0 for the max-cap check violation count and 0.4484 mV for the highest ir drop seen on vdd. CTS saw 32 sinks. In the floorplan report the effective utilization is 16.95%. Nets still carrying antenna violations after routing amount to 0. Per the synth stats, the proportion of register bits with asynchronous set or reset is 100.0%. The first global-routing pass estimated 3477 um of wire. In this run the post-CTS setup repair buffer count came out at 0. The synthesized netlist handed to floorplanning was reported with a cell count of 32. The first detailed-routing pass took 2 iterations. Checking hold timing, the worst path is listed with class in2async. Of the available clock period, the critical path in the final layout requires 95.03%.

Post-detailed-route via-to-cell ratio: 3.104. Per STA, the worst path is made up of buf_2. Per the CTS log, the buffer count on the longest clock path is 2. The utilization after layout was 31.81%.

The routed wire length was 2320 um. The run gives 0 as the initial antenna violation count. The main area contributors are dfrtp_1 (100%).

With the relative max-transition margin at 88.94%, the area of the synthesized netlist per yosys stat is 800.8 um^2. For this run, the top clock speed supported by timing is 1.052 GHz. Counting flops and latches in the post-synthesis netlist gives 32. The areal power density over the cells was 1837 nW/um^2; the leakage power was 0.0006924 uW. Setup repair after global routing left no endpoint under its margin.

After global routing the overflow that remains totals 0.
[what timing repair did]
item | in CTS | in global routing
endpoints found under the hold margin | 0 | 0
setup endpoints to repair | 32 | 0
gates resized | 96 | 0
[logic make-up (layout without fill, tap and decap cells)]
family | Yosys count | after routing | share of synthesized area [%]
buffers and inverters | 0 | 74 | 0
flip-flops | 32 | 32 | 100.0
[through the flow]
step / instances / hold WS [ns] / total power [uW] / worst slack [ns]
global placement: 165 / 0.5774 / 1682 / 0.01161
global route: 173 / 0.2950 / 2890 / 0.01077
CTS: 173 / 0.2773 / 2823 / 0.02951
detailed placement: 165 / 0.5829 / 1685 / 0.01225
finish: 173 / 0.2793 / 2761 / 0.04972
floorplan: 32 / -0.09559 / 1382 / 0.4879
[metal layers]
| layer | global-route usage (%) | up-vias | wire (um) |
|---|---|---|---|
| met5 | 0 | - | 0 |
| met4 | 1.326 | 0 | 44 |
| met3 | 4.610 | 4 | 376 |
| met2 | 8.232 | 43 | 1023 |
| met1 | 5.800 | 248 | 875 |
| li1 | - | 242 | - |
[cell type report]
type	instances	area (um^2)
Clock buffer	6	72.57
Fill cell	472	3221
Timing Repair Buffer	66	510.5
Tap cell	67	83.83
Sequential cell	32	800.8
Clock inverter	2	35.03
[where the power goes]
group / switching [uW] / internal [uW] / total [uW]
combinational: 52.6 / 160 / 213
clock: 438 / 738 / 1180
sequential: 12.9 / 1360 / 1370
[cell usage in the layout, fill, tap and decap left out]
cell type / n
clkbuf_8: 5
clkdlybuf4s50_1: 33
clkbuf_1: 1
bufinv_16: 1
buf_2: 32
buf_12: 1
clkinv_2: 1
dfrtp_1: 32
[path summary, 6_finish.rpt]
path	from	to
max in group asynchronous	presetn	q[19]
hold / removal	presetn	q[5]
setup / recovery	q[29]	q[29]
min in group clk0	d[24]	q[24]
Power figures rest on the tool's default switching activity, not on a simulated workload.
