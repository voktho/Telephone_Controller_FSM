File: config.mk
export PLATFORM = sky130hd
export DESIGN_NAME = comparator
export DESIGN_NICKNAME = comparator
export VERILOG_FILES = /design/flow/design.v
export SDC_FILE = /design/flow/constraint.sdc
export NUM_CORES = 4
export LEC_CHECK = 1
export CORE_AREA = 10 10 70 70
export DIE_AREA = 0 0 80 80
File: design.v
module comparator #(parameter COMP_WIDTH=8) (input [COMP_WIDTH-1:0] count,
					    input [COMP_WIDTH-1:0] comp_with,
					    output comp_val);
assign comp_val=(count==comp_with);
endmodule
File: constraint.sdc
current_design comparator

set clk_period 1.0
set clk_io_pct 0.2

create_clock -name clk0 -period $clk_period

set non_clock_inputs [all_inputs -no_clocks]
set_input_delay [expr $clk_period * $clk_io_pct] -clock clk0 $non_clock_inputs
set_output_delay [expr $clk_period * $clk_io_pct] -clock clk0 [all_outputs]
File: run.sh
#!/bin/bash
# OpenROAD 26Q1-2900-gdf79404cd8, Yosys 0.63+post, stock flow scripts
make -C /OpenROAD-flow-scripts/flow DESIGN_CONFIG=/design/flow/config.mk WORK_HOME=/design/flow/orfs finish
==> summary.txt <==
The implementation run finished. The flow ran to the end, and the final reports show no timing, DRC or antenna violations. OpenROAD emitted warnings numbering 33. The timing report attributes the biggest portion of critical-path delay to simple AND/OR/NAND/NOR gates. Antenna violation net count after detailed routing landed at 0.

Via count of the routed design landed at 141. The design has 0 sequential cells. Per the finish-stage timing summary, setup violations number 0. Number of cells in the finished layout apart from fillers landed at ~74. In this run the tightest slew margin relative to its limit is roughly nine tenths.

The path class of the tightest hold or removal check is in -> out. Total global-route track usage over all layers is 1.39%. Sorting the synthesized cells by how often they occur yields sky130_fd_sc_hd__xnor2_1, sky130_fd_sc_hd__nand4_1, sky130_fd_sc_hd__nor2_1. The number of global-route vias before repair came to between 150 and 200. For this design the top-level I/O count stands at 17. Number of DRC violations after detailed routing landed at 0. Fraction of final layout cells with drive strength greater than 1 landed at 82.1%. Instance count after placement with tap cells included landed at 74. Overall die width landed at 80 um.

The script reports the combined buffer and inverter count of the critical path as 2. Number of fill cells in the layout landed at 405. Antenna diode count landed at 0. The synth_stat.txt file lists the number of cells as 11. Fraction of post-synthesis cell area in the top cell type by area landed at 81.2%.

STA classifies the critical path startpoint as an input pin. Setup repair after global routing could not meet its margin everywhere. Last weighted congestion value of the routability-driven placer landed at 0.745. Count of port buffers added during placement landed at 17. Looking at the critical path, the single cell with the biggest stage delay is sky130_fd_sc_hd__xnor2_2. The highest clock rate this design can be run at is 1.02 GHz. In this design, the stage delay of the slowest critical-path cell is 0.15 ns.

After synthesis, flip-flops and latches occupy 0% of the total area. Among all cell types in the netlist, the one instantiated most often is sky130_fd_sc_hd__xnor2_1. Minimum hold slack landed at 0.750 ns.

STA classifies the critical path endpoint as a primary output. From bottom edge to top edge, the die measures 80 um. Area reported by Yosys stat landed at 86.3 um2. The routed design shows a via density per instance of 1.91. Data on the critical path arrives at its endpoint at 0.78 ns. Final-report hold violation count landed at 0.

Initial detailed-routing violation count landed at 0. Summed over all layers, the global routing overflow is 0. Placeable core region landed at about 3400 um2. Counting the clock-network buffers in the layout gives 0. In the log, the iteration count for the first detailed-route pass is 1. After floorplanning, the core was divided into 21 placement rows. Counting I/O delays and the setup requirement, the final critical path takes 0.980 ns.

Cell count of the worst hold path landed at 5. Per the layout area report, the register area comes to 0 um2. First-pass GRT wire length landed at between 700 and 800 um. The chip occupies 6400 um2. At the pin with the least slew margin, the transition time is 0.146 ns. Leakage power total landed at 0.133 nW. The setup path with the least slack is of type in -> out. Along the worst path, the maximum fanout reaches 1.

Post-route clock period utilization landed at 98.0%. The worst hold path terminates at comp_val. Before placement the cells fill 2.53% of the core. Entering global routing, the biggest net connects 2 pins. For this design the ratio of total power to cell area is 348 nW/um2. Number of antenna violations at the first check in global routing landed at 0. The wire length recorded after detailed routing is 482 um. For the worst min-delay path, the startpoint reported by OpenROAD is comp_with[7]. Summed instance area of the synthesized netlist landed at 86.3 um2. Walking the worst path, the cells encountered are buf_6 > xnor2_2 > nand4_1 > nor2_1 > buf_2. Count of max-cap constraint violations landed at 0. TritonRoute output was used to compute an average wire per cell of ~6.5 um. Post-CTS repair timing setup buffer count landed at 0. Number of instances in the synthesized netlist landed at 11. The largest total area in the synthesized netlist belongs to sky130_fd_sc_hd__xnor2_1. After synthesis, the mean cell area works out to about 8 um2. After clock tree synthesis, the flow added hold-fix buffers numbering 0. In the post-synthesis netlist, the biggest area contributors are sky130_fd_sc_hd__xnor2_1, sky130_fd_sc_hd__nand4_1, sky130_fd_sc_hd__nor2_1. Number of distinct library cells after synthesis landed at 3. Between the synthesized netlist and the finished layout, the area growth was recorded as 261%. The required time at the worst endpoint is listed as 0.80 ns. Peak supply drop landed at slightly below 0.06 mV. Pins over their slew limit in the final report were tallied at 0. Number of warnings printed during yosys synthesis landed at 0.
==> per-stage QoR <==
stage / cell area [um2] / util, % / setup WS [ns] / power [mW] / setup TNS (ns)
2_1_floorplan: 86.3 / - / 0.313 / 0.0307 / 0
3_3_place_gp: 314 / 9.19 / -0.749 / 0.101 / -0.749
3_5_place_dp: 314 / 9.19 / -0.749 / 0.103 / -0.749
4_1_cts: 256 / 7.51 / 0.00174 / 0.0844 / 0
5_1_grt: 312 / 9.12 / -0.0327 / 0.115 / -0.0327
6_report: 312 / 9.12 / 0.0200 / 0.108 / 0
==> placed cells by master (no fill, tap or decap) <==
cell type and count:
sky130_fd_sc_hd__buf_6 6, sky130_fd_sc_hd__buf_2 11, sky130_fd_sc_hd__xnor2_1 2, sky130_fd_sc_hd__nor2_1 1, sky130_fd_sc_hd__nand4_1 2, sky130_fd_sc_hd__xnor2_2 6
==> per-layer routing <==
metal  global-route usage, %  vias up  share of wire (%)
met5                       0        -                  0
li1                        -       71                  -
met3                   0.568        0                 13
met2                    2.49        7                 51
met1                    1.59       63                 35
met4                       0        0                  0
==> power breakdown <==
part / internal (mW) / total, mW / switching, mW
clock: 0 / 0 / 0
sequential: 0 / 0 / 0
combinational: 0.0742 / 0.108 / 0.0341
total: 0.0742 / 0.108 / 0.0341
==> what timing repair did <==
item / 4_1_cts / 5_1_grt
pin swaps: 11 / 5
setup endpoints to repair: 1 / 1
gates resized: 65 / 8
==> how the worst max path moves through the flow <==
stage / slack, ns / cells past startpoint / startpoint / to
CTS: 0.002 / 5 / count[0] / comp_val
global route: -0.03 / 5 / comp_with[1] / comp_val
finish: 0.02 / 5 / comp_with[1] / comp_val
==> kinds of logic after synthesis <==
family	share of synthesized area, %
xor+xnor	81.2
simple gates	18.8
==> layout make-up <==
type	instances	area [um2]	share of cell area (%)
Multi-Input combinational cell	11	131	42.2
Tap cell	46	57.6	18.5
Timing Repair Buffer	17	123	39.4
Power and IR drop assume default switching activity.
