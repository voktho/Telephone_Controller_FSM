===== ./run.sh =====
#!/bin/bash
# OpenROAD 26Q1-2900-gdf79404cd8, Yosys 0.63+post, stock flow scripts
make -C /OpenROAD-flow-scripts/flow DESIGN_CONFIG=/design/flow/config.mk WORK_HOME=/design/flow/orfs finish

===== ./config.mk =====
export PLATFORM = sky130hd
export DESIGN_NAME = counter
export DESIGN_NICKNAME = counter
export VERILOG_FILES = /design/flow/design.v
export SDC_FILE = /design/flow/constraint.sdc
export NUM_CORES = 4
export LEC_CHECK = 1
export CORE_AREA = 10 10 70 70
export DIE_AREA = 0 0 80 80

===== ./constraint.sdc =====
current_design counter

set clk_period 1.8
set clk_io_pct 0.2

create_clock -name clk0 -period $clk_period [get_ports {pclk}]

set non_clock_inputs [all_inputs -no_clocks]
set_input_delay [expr $clk_period * $clk_io_pct] -clock clk0 $non_clock_inputs
set_output_delay [expr $clk_period * $clk_io_pct] -clock clk0 [all_outputs]

===== ./design.v =====
module counter#(parameter COUNT_WIDTH=8)(input pclk,
	       input presetn,
	       input clear,
	       output reg [COUNT_WIDTH-1:0] count=0);
always @(posedge pclk,negedge presetn)
begin
if(~presetn)
count <= 'b0;
else
count <= clear? 'b0:(count+1);
end
endmodule

==> qor.csv <==
metric,value,unit
slowest_delay,500,ps
synth_cell_type_count,14,
fp_util,10.33,%
finalInstanceArea,529.3,um^2
crit_family,buffers and inverters,
post-cts-setup-buffers,0,
most-common-layout-cells,"clkdlybuf4s50_1, dfrtp_1, nand3_1, nor2_1",
grt_antenna_before_repair,0,
min_period,1563,ps
ys_area,352.8,um^2
cp.arrival,1200,ps
final_util,15.49,%
fill_cells,405,
gp_congestion,0.6779,
ios,11,
cp_num_buf_inv,1,
slowest_stage,clkdlybuf4s50_1,
cp_data_required_time,1440,ps
portBuffers,10,
synth_flops,8,
reg.largest.list,count x8,
antennaDiodeCount,0,
grt_pass1_wl,1.504,mm
skew,6.741,ps
ys_warn_count,1,
globalRouteTotalUtil,2.935,%
grt_pass1_vias,321,
drv_cap,0,
drive_gt1_share,8.696,%
clk_pin_slew_worst_paths,60,ps
grt_overflow,0,
power_density,679.2,mW/mm^2
first_iter_violations,4,
layout.cells.most_common,clkdlybuf4s50_1,
chipWidth,80,um
finalHoldViolCount,0,
crit_path_start,count[2],
syn_area,352.8,um^2
synthCells,34,
fin_setup_tns,0,ps
worstSetupPathType,reg -> out,
cts_buffers,3,
rr_startpoint,count[0],
tightest_slew,367.8,ps
drt-pass1-iter-count,4,
yosys_cells,34,
wl_per_cell,9.500,um
hpwlAfterDp,704.2,um
crit_path_start_kind,register,
cp_max_fo,6,
core_area,0.003416,mm^2
drtAntennaViolNets,0,
slew_headroom,75.41,%
hold_path.class,in -> async,
leakagePower,0.0002054,uW
regMostFlops,count,
cts_buffer_depth,2,
clock-sinks,8,
totalWireLength,874,um
fp.dieH,80,um
fmax,0.6399,GHz
largest_reg_flops,8,
h-tree-depth,1,
syn2layout_area_growth,50.00,%
avgSynthCellArea,10.38,um^2
hold_buffers,0,
postPlaceCellArea,506.7,um^2
via_count,280,
grt_max_degree,9,
viasPerCell,3.043,
warning_count,25,
clockRootBuffer,clkbuf_4,
worst_skew_pair.late_latency,250,ps
core.rowCount,21,
setup_viol,0,
status,"finished, final reports clean",
rsz0062_at_grt,false,
post_cts_resized,0,
irDropWorstVdd,0.2040,mV
slew_viol_final,0,
end_kind,output pin,
ys_seq_share,56.74,%
worstPathCellList,clkdlybuf4s50_1,
drc_errors,0,
cts_tree,done,
chipArea,0.006400,mm^2
finalCritPeriodShare,86.82,%
## cells in the mapped netlist
library cell  count  area share, %
a21oi_1           3            4.3
clkbuf_1          1            1.1
dfrtp_1           8             57
ha_1              1            3.5
inv_1             1            1.1
nand2_1           1            1.1
nand3_1           4            5.7
nand4_2           1            3.5
nor2_1            4            4.3
nor2b_1           1            1.8
o21ai_0           3            4.3
or3_1             3            5.3
xnor2_1           1            2.5
xor2_1            2            5.0
## worst paths after layout
path | end | slack [ps] | cells past startpoint
worst max register to register | count[6] | 480 | 4
worst min-delay path | count[5] | 390 | 1
worst min register to register | count[7] | 560 | 2
max in group asynchronous | count[1] | 1140 | 1
worst max-delay path | count[2] | 240 | 1
min in group clk0 | count[7] | 560 | 2
## area by class of cell
cell class	instances	area [um^2]	share of cell area (%)
clock buffer	3	22.52	4.255
tap	46	57.56	10.87
timing repair buffer	10	100.1	18.91
inverter	1	3.754	0.7092
multi-input combinational	24	145.1	27.42
sequential	8	200.2	37.83
## metal layers
layer  track usage (%)  vias up  routed length [um]
met4            0.7042        0                   0
met1             3.110      136                 304
met5                 0        -                   0
li1                  -      141                   -
met3            0.9091        0                  43
met2             5.457        3                 526
## report_power, final
| group | leakage, uW | switching (uW) | internal (uW) |
|---|---|---|---|
| sequential | 0.000109 | 8.69 | 185 |
| clock | 0.0000138 | 59.4 | 76.2 |
| combinational | 0.0000824 | 11.5 | 18.2 |
| total | 0.000205 | 79.6 | 280 |
## cells by family after synthesis
logic type | share of synthesized area, %
adders and majority gates | 3.546
buffers and inverters | 2.126
and+or+nand+nor | 21.63
AOI/OAI and AO/OA | 8.508
xor gates and xnor gates | 7.448
DFF | 56.74
## metrics by stage
stage	hold WS [ps]	setup WS, ps	total power [uW]	std cells
6_report	387.4	237.3	359.5	92
3_3_place_gp	538.3	497.7	227.8	89
3_5_place_dp	543.9	489.3	227.8	89
5_1_grt	395.3	133.7	382.9	92
4_1_cts	394.5	217.9	365.7	92
2_1_floorplan	64.41	615.7	205.2	34
Power is estimated from default activity; no workload was simulated.
